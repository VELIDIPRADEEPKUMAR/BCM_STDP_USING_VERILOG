==> /design/flow/design.v <==
`timescale 1ns / 1ps
module BCM(input clk,rst, input pre,post,output reg signed [17:0]w,r1,r2,o1); 
parameter T_plus = 4;  
parameter T_minus = 5;  
parameter Ty = 5;
parameter A3_plus = 4;    
parameter A2_minus = 7;  
reg  signed [17:0] dw;
reg  signed [17:0] dw1,dw2,dw_mux1,dw_mux2;  
reg  [3:0] r2xo1_mux1;            
reg  [4:0] r2xo1_mux2;            
reg  [5:0] r2xo1_mux3;            
reg  [6:0] r2xo1_mux4;            
reg  [7:0] r2xo1_4;                  
wire signed [17:0] r1_mux,r2_mux,o1_mux;
wire signed [17:0] r2xo1;
wire [5:0] r2xo1_add1;
wire [6:0] r2xo1_add2;
wire [7:0] r2xo1_add3;
wire  [3:0] wire_r2xo1_mux1;            
wire  [4:0] wire_r2xo1_mux2;            
wire  [5:0] wire_r2xo1_mux3;            
wire  [6:0] wire_r2xo1_mux4;            
always@(posedge clk) begin 
if(rst) begin
 w <= 18'sh0_0000;
 r1 <= 18'sh1_0000;
 r2 <= 18'sh1_0000;
 o1 <= 18'sh1_0000; 
 dw1 <= 18'sh0_0000;
 dw2 <= 18'sh0_0000;
 dw_mux1 <= 18'sh0_0000;
 dw_mux2 <= 18'sh0_0000;
 dw <= 18'sh0_0000; 
 r2xo1_mux1 <= 0;
 r2xo1_mux2 <= 0;
 r2xo1_mux3 <= 0;
 r2xo1_mux4 <= 0;
 r2xo1_4 <= 0;
 end
else begin 
r1 <= r1_mux;
r2 <= r2_mux;
o1 <= o1_mux;
r2xo1_mux1 <= wire_r2xo1_mux1;
r2xo1_mux2 <= wire_r2xo1_mux2;
r2xo1_mux3 <= wire_r2xo1_mux3;
r2xo1_mux4 <= wire_r2xo1_mux4;
r2xo1_4 <= r2xo1_add3;
dw1 <= (r2xo1>>>A3_plus);
dw2 <= (r1>>>A2_minus);
dw_mux1 <= (post)?dw1:18'sh0_0000;
dw_mux2 <= (pre)?dw2:18'sh0_0000;
dw <= dw_mux1 - dw_mux2;
w <= w + dw;
     end
end 
assign r1_mux = (post)? 18'sh1_0000:(r1 - (r1>>>T_minus));
assign r2_mux = (pre)? 18'sh1_0000:(r2 - (r2>>>T_plus));
assign o1_mux = (post)? 18'sh1_0000:(o1 - (o1>>>Ty));
assign wire_r2xo1_mux1 = r2[15:12]&{o1[12],o1[12],o1[12],o1[12]};
assign wire_r2xo1_mux2 = ({1'b0,r2[15:12]}<<1)&{o1[13],o1[13],o1[13],o1[13],o1[13]};  
assign wire_r2xo1_mux3 = ({2'b0,r2[15:12]}<<2)&{o1[14],o1[14],o1[14],o1[14],o1[14],o1[14]};
assign wire_r2xo1_mux4 = ({3'b0,r2[15:12]}<<3)&{o1[15],o1[15],o1[15],o1[15],o1[15],o1[15],o1[15]};
assign r2xo1_add1 = {1'b0,r2xo1_mux1} + r2xo1_mux2;
assign r2xo1_add2 = r2xo1_add1 + r2xo1_mux3;
assign r2xo1_add3 = r2xo1_add2 + r2xo1_mux4;
assign r2xo1 = {2'b00,r2xo1_4,8'b0};
endmodule
==> /design/flow/run.sh <==
#!/bin/bash
# OpenROAD 26Q1-2900-gdf79404cd8, Yosys 0.63+post, stock flow scripts
make -C /OpenROAD-flow-scripts/flow DESIGN_CONFIG=/design/flow/config.mk WORK_HOME=/design/flow/orfs finish
==> /design/flow/config.mk <==
export PLATFORM = sky130hd
export DESIGN_NAME = BCM
export DESIGN_NICKNAME = BCM
export VERILOG_FILES = /design/flow/design.v
export SDC_FILE = /design/flow/constraint.sdc
export NUM_CORES = 4
export LEC_CHECK = 1
export CORE_UTILIZATION = 50
==> /design/flow/constraint.sdc <==
current_design BCM

set clk_period 5.2
set clk_io_pct 0.2

create_clock -name clk0 -period $clk_period [get_ports {clk}]

set non_clock_inputs [all_inputs -no_clocks]
set_input_delay [expr $clk_period * $clk_io_pct] -clock clk0 $non_clock_inputs
set_output_delay [expr $clk_period * $clk_io_pct] -clock clk0 [all_outputs]
==> notes.md <==
Summary of implementation figures.

Cells and area
In the final layout, the fill cell count is approximately 1,300. Leaving out buffers and inverters, the combinational logic in the layout accounts for ~4500 µm². The area taken by sequential standard cells is reported as approximately 3000 µm².

Cells fill roughly 61% of the core in the end. Cells with a size suffix above 1 make up 5.45% of the layout. Compared with the post-synthesis result, the final layout area differs by 19.5%.

Worst setup path
On the worst path, the slowest cell contributes a delay of ~0.4 ns. The setup path with the least slack is of type flip-flop to flip-flop. The required time reported for the critical path endpoint is 5.47 ns.

STA classifies the critical path endpoint as a flip-flop. The cell with the biggest individual delay on the critical path is sky130_fd_sc_hd__fa_1. The register-to-register path setup slack is around 2.5 ns. The cell family contributing the most delay on the critical path is AND-OR/OR-AND gates. On the critical path the data arrives at 2.95 ns. For reference, the critical path cell chain is ha_1 > inv_1 > fa_1 > a21o_1 > a221oi_2 > a221oi_1 > o41ai_2 > a31oi_1 > xnor2_1 > nand2_1.

The critical path maximum fanout is 3. The script reports the combined buffer and inverter count of the critical path as 1. The type of origin of the critical path is a flip-flop.

Detailed routing
Using the TritonRoute via totals, the vias-per-cell ratio works out to 5.20. Per the detail_route report, inserted antenna diodes total 0. The detailed-route wire length per cell is roughly 13 µm. The total wirelength of the detailed-routed design is 14.8 mm.

The detailed-route DRC error count is 0. The count of nets left with antenna violations once routing finished came out at 0. The detailed-route via count is around 6,200. The initial DRC count is between 200 and 300. Before antenna repair, the detailed router went through 4 iterations.

Die
For this configuration, the core starts out at a cell density of around half. The floorplan step defined a core boundary enclosing ~15,000 µm². The die is 128 µm tall. According to the floorplan report, the die width is between 100 and 150 µm. around 76 I/O pins were placed. The overall chip area is 16,300 µm². The report lists the number of standard-cell rows as ~45.

Synthesis
According to the Yosys statistics, the synthesized design has a chip area of ~7900 µm². The synthesized netlist cell count is 881. The async set-or-reset flop fraction in the synthesized netlist is 0%.

Before any placement, the netlist area is recorded as between 7000 and 8000 µm². The number of cell instances after yosys synthesis is 881. The number of synthesized register bits is between 150 and 200. The tally of yosys warning messages is 1. The predominant post-synthesis flop cell is sky130_fd_sc_hd__dfxtp_1. Yosys mapped a number of flops with a built-in enable equal to 0. The average size of a mapped cell is a little under 9 µm². The count of distinct cell types in the synthesized netlist is 59. The sequential element share of the synthesized area is 38.6%.

STA
The summed negative setup slack over all endpoints is 0 ns. The worst slew margin relative to its limit is 45.4%. The final timing report counts setup violations totalling 0.

Setup repair after global routing left no endpoint under its margin. The total count of hold-check failures in the final report is 0. The clock arrives with 0.00568 ns of skew.

Post-route period utilization is reported as 51.5%. The shortest period the worst path allows is roughly 2.7 ns. The upper clock frequency limit is around 370 MHz.

At the pin with the least slew margin, the transition time is just over 0.8 ns. The max-slew violation count is 0. On the final layout, the worst hold slack is about 0.42 ns.

CTS
The clock latency reported for the late side of the worst-skew pair is around 0.41 ns. In this run, CTS created clock tree buffers numbering 17. For this design, the CTS-stage hold fixing added 0 buffers. The cell sitting at the root of the clock tree is a sky130_fd_sc_hd__clkbuf_16. The clock passes through at most 2 buffers. The clock tree from TritonCTS is yes. The count of H-tree levels built during CTS is 4. On the worst setup and hold paths after CTS, the clock-pin slew comes to roughly 0.060 ns. The number of clock sinks seen by CTS is 152. The quantity of gates resized following cts is 0. Looking at the post-CTS report, the setup buffer insertion count equals 0.

GRT
The overall routing resource usage is roughly a fifth. The maximum number of pins on one net before global-route repair is about 52. The first global-routing pass estimated 25.8 mm of wire. The number of antenna violations at the first check in global routing is 0.

The via count of the first global-routing pass came to approximately 5,800. The global route total overflow is 0.

Run
The number of warnings in the stage logs is 27. The number of max-capacitance violations reported is 0.

Hold path
The worst min-delay path class is flip-flop to flip-flop.

Power and ir drop
The highest supply drop recorded on VDD is about 0.43 mV. For this design the static power due to leakage is approximately 4 nW. The total power is between 5 and 6 mW. The power per standard cell area is between 600 and 700 nW/µm².

Placed design
RePlAce ended its routability-driven mode at a weighted congestion of 0.886. Buffers placed on the I/O ports in this run total 75. Once detailed placement completed, the half-perimeter wirelength came to 10.9 mm.

Run status
The run finished with clean final reports.
==> metal layers <==
metal / vias up / global-route usage (%) / part of all wire, %
met2: 102 / 33.0 / 47
met4: 0 / 2.73 / 1.2
met3: 16 / 3.84 / 3.7
met1: 2809 / 28.8 / 48
met5: - / 0 / 0
li1: 3228 / - / -
==> cells in the final DEF, fill, tap and decap left out, drive strengths merged, types with 18 or more instances in the layout <==
| master | instances |
|---|---|
| nor2b | 28 |
| dfxtp | 152 |
| inv | 89 |
| xor2 | 22 |
| and2 | 26 |
| ha | 88 |
| nor2 | 108 |
| xnor2 | 29 |
| a21oi | 51 |
| a21o | 22 |
| clkbuf | 18 |
| nor3 | 41 |
| nand2 | 27 |
| o21ai | 34 |
| clkdlybuf4s50 | 74 |
==> cells in the mapped netlist, drive strengths merged (7+ instances only) <==
library cell | n | area, µm²
a211oi | 7 | 62.6
nor4 | 10 | 77.6
nor3 | 41 | 205
a21o | 22 | 165
nand2b | 7 | 43.8
and2 | 26 | 163
dfxtp | 152 | 3040
ha | 88 | 1100
clkbuf | 16 | 60.1
xor2 | 22 | 193
fa | 9 | 180
nand3 | 15 | 75.1
inv | 85 | 319
nor2 | 108 | 405
a31oi | 14 | 87.6
o21a | 13 | 97.6
a21oi | 51 | 255
xnor2 | 29 | 254
o21ai | 34 | 174
nor2b | 28 | 175
and3 | 12 | 80.1
nand2 | 27 | 101
==> through the flow <==
step	setup slack, ns	instances	area, µm²
4_1_cts	2.51	1183	9420
3_5_place_dp	2.31	1151	8840
5_1_grt	2.30	1183	9420
3_3_place_gp	2.33	1151	8840
6_report	2.52	1183	9420
2_1_floorplan	2.81	881	7880
==> area by class of cell <==
cell class	count	area share, %
clock inverter	14	1.50
multi-input combinational	627	47.3
inverter	85	3.39
tap	211	2.80
timing repair buffer	76	8.00
clock buffer	18	4.66
sequential	152	32.3
==> state kept, by name, indices dropped and copies added (netlist names) <==
register    count
r2xo1_mux4      4
r2xo1_4         8
dw1             8
r2             18
r2xo1_mux3      4
r2xo1_mux1      4
dw2            11
o1             18
w              18
r1             18
dw             18
dw_mux2        11
r2xo1_mux2      4
dw_mux1         8
==> cells by family (layout without fill, tap and decap cells) <==
kind of cell	after synthesis	after routing	synth area share (%)
XOR/XNOR	51	51	5.67
buffers and inverters	102	193	4.86
multiplexers	1	1	0.143
AND-OR/OR-AND	179	179	15.5
adder cells (fa/ha/maj)	97	97	16.3
AND/OR/NAND/NOR	299	299	19.0
flip-flops	152	152	38.6
==> where the power goes <==
group          switching (mW)  internal (mW)  leakage [nW]
registers               0.160           1.40          1.24
logic                    1.49           1.43          2.50
clock network           0.504          0.682         0.272
==> path summary, 6_finish.rpt <==
path	from	to	depth (start not counted)
min	dw1[4]$_SDFF_PP0_	dw_mux1[4]$_SDFF_PP0_	1
min reg2reg	dw1[4]$_SDFF_PP0_	dw_mux1[4]$_SDFF_PP0_	1
max	r1[5]$_SDFF_PP0_	r1[16]$_SDFF_PP1_	10
max reg2reg	r1[5]$_SDFF_PP0_	r1[16]$_SDFF_PP1_	10
==> worst reg2reg max path, cell delays in order, from the launching register on <==
cell                       delay, ns
sky130_fd_sc_hd__dfxtp_1        0.36
sky130_fd_sc_hd__ha_1           0.18
sky130_fd_sc_hd__inv_1          0.06
sky130_fd_sc_hd__fa_1           0.39
sky130_fd_sc_hd__a21o_1         0.22
sky130_fd_sc_hd__a221oi_2       0.36
sky130_fd_sc_hd__a221oi_1       0.20
sky130_fd_sc_hd__o41ai_2        0.36
sky130_fd_sc_hd__a31oi_1        0.17
sky130_fd_sc_hd__xnor2_1        0.16
sky130_fd_sc_hd__nand2_1        0.06
Power figures rest on the tool's default switching activity, not on a simulated workload.
